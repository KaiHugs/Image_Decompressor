--- design/flow/design.v ---
`timescale 1ns/100ps
`default_nettype none
module ComputeT (
  input  logic Clock_50,
  input  logic Resetn,
  output logic [7:0] Address_C_a,
  input  logic [31:0] Data_out_C_a,
  input logic Y_finished,
  output logic [7:0] Address_Sp_a,
  input  logic [31:0] Data_out_Sp_a,
  output logic [7:0] Address_Sp_b,
  input  logic [31:0] Data_out_Sp_b,
  output logic [7:0] T_DP_RAM_address_a,
  output logic [7:0] T_DP_RAM_address_b,
  output logic Write_en_T_a,
  output logic Write_en_T_b,
  output logic [31:0] T_DP_RAM_write_data_a,
  output logic [31:0] T_DP_RAM_write_data_b,
  input  logic start,
  output logic done,
  output logic signed [31:0] mult_op1_a,
  output logic signed [31:0] mult_op1_b,
  output logic signed [31:0] mult_op1_c,
  output logic signed [31:0] mult_op2_a,
  output logic signed [31:0] mult_op2_b,
  output logic signed [31:0] mult_op2_c,
  input logic signed [31:0] mult_result_a,
  input logic signed [31:0] mult_result_b,
  input logic signed [31:0] mult_result_c
);
  logic [4:0] Addressing_counter;
  logic [3:0] column_counter;
  logic [2:0] row_set_counter;
  logic [3:0] k;
  logic [7:0] Sp_Address_a, Sp_Address_b, C_Address;
  logic [4:0] max_counter;
  logic [2:0] max_row_set;
  logic use_upper_C, use_upper_Sp_a, use_upper_Sp_b;
  logic last_row_set;
  logic enable_M2;  
  logic first_cycle;
  logic signed [31:0] Acc_T0, Acc_T1, Acc_T2;
  logic signed [31:0] Writebuff0, Writebuff1, Writebuff2;
  logic signed [31:0] Writebuff0_div32, Writebuff1_div32, Writebuff2_div32;
  logic [2:0] write_row_set_counter;
  logic [3:0] write_column_counter;
  logic write_last_row_set;
  logic write_Y_finished;
  logic [7:0] T_base_address;
  logic [7:0] T_addr_offset;
  logic [7:0] write_T_base_address;
  logic [7:0] write_T_addr_offset;
  typedef enum logic [4:0] { 
    S_IDLE, 
    S_LEAD_IN,
    S_CC0, S_CC1, S_CC2, S_CC3, S_CC4, S_CC5, S_CC6, S_CC7,
    S_CC8, S_CC9, S_CC10, S_CC11, S_CC12, S_CC13, S_CC14, S_CC15,
    S_END 
  } state_t;
  state_t state;
  assign Writebuff0_div32 = Writebuff0 >>> 5;
  assign Writebuff1_div32 = Writebuff1 >>> 5;
  assign Writebuff2_div32 = Writebuff2 >>> 5;
  always_comb begin
    if (!Y_finished) begin
      k            = Addressing_counter[3:0];
      max_counter  = 5'd15;
      max_row_set  = 3'd5;
      enable_M2    = 1'b1;
    end else begin
      k            = {1'b0, Addressing_counter[2:0]};
      max_counter  = 5'd7;
      max_row_set  = 3'd2;
      enable_M2 = (row_set_counter != 3'd2);
    end
  end
  always_comb begin
    if (use_upper_C) begin
      mult_op1_a = {{16{Data_out_C_a[31]}}, Data_out_C_a[31:16]};
      mult_op1_b = {{16{Data_out_C_a[31]}}, Data_out_C_a[31:16]};
      mult_op1_c = {{16{Data_out_C_a[31]}}, Data_out_C_a[31:16]};
    end else begin
      mult_op1_a = {{16{Data_out_C_a[15]}}, Data_out_C_a[15:0]};
      mult_op1_b = {{16{Data_out_C_a[15]}}, Data_out_C_a[15:0]};
      mult_op1_c = {{16{Data_out_C_a[15]}}, Data_out_C_a[15:0]};
    end
    if (use_upper_Sp_a) begin
      mult_op2_a = {{16{Data_out_Sp_a[31]}}, Data_out_Sp_a[31:16]};
    end else begin
      mult_op2_a = {{16{Data_out_Sp_a[15]}}, Data_out_Sp_a[15:0]};
    end
    if (use_upper_Sp_a) begin
      mult_op2_b = {{16{Data_out_Sp_a[15]}}, Data_out_Sp_a[15:0]};
    end else begin
      mult_op2_b = {{16{Data_out_Sp_b[31]}}, Data_out_Sp_b[31:16]};
    end
    if (use_upper_Sp_b) begin
      mult_op2_c = {{16{Data_out_Sp_b[31]}}, Data_out_Sp_b[31:16]};
    end else begin
      mult_op2_c = {{16{Data_out_Sp_b[15]}}, Data_out_Sp_b[15:0]};
    end
    if (!enable_M2) begin
      mult_op1_c = 32'sd0;
      mult_op2_c = 32'sd0;
    end
  end
  always_comb begin
    if (!Y_finished) begin
        Sp_Address_a = 8'({3'b0, k[3:0], 3'b0} + (({6'b0, row_set_counter, 1'b0} + {6'b0, row_set_counter}) >> 1));
        Sp_Address_b = Sp_Address_a + 8'd1;
        C_Address = {k[3:0], 3'b0} + {4'b0, column_counter[3:1]};
    end else begin
        Sp_Address_a = 8'({4'b0, k[2:0], 2'b0} + (({6'b0, row_set_counter, 1'b0} + {6'b0, row_set_counter}) >> 1));
        Sp_Address_b = Sp_Address_a + 8'd1;
        C_Address = 8'h80 + {k[2:0], 2'b0} + {5'b0, column_counter[2:1]};
    end
  end
  assign Address_Sp_a = Sp_Address_a;
  assign Address_Sp_b = Sp_Address_b;
  assign Address_C_a  = C_Address;
  always_comb begin
    use_upper_C = ~column_counter[0];   
    if (!Y_finished) begin
      if (row_set_counter[0] == 1'b0) begin
        use_upper_Sp_a = 1'b1;
        use_upper_Sp_b = 1'b1;
      end else begin
        use_upper_Sp_a = 1'b0;
        use_upper_Sp_b = 1'b0;
      end
    end else begin
      case (row_set_counter)
        3'd0: begin
          use_upper_Sp_a = 1'b1;
          use_upper_Sp_b = 1'b1;
        end
        3'd1: begin
          use_upper_Sp_a = 1'b0;
          use_upper_Sp_b = 1'b0;
        end
        3'd2: begin
          use_upper_Sp_a = 1'b1;
          use_upper_Sp_b = 1'b1;
        end
        default: begin
          use_upper_Sp_a = 1'b1;
          use_upper_Sp_b = 1'b1;
        end
      endcase
    end
  end
  always_comb begin
    last_row_set = (row_set_counter == max_row_set);
    if (!Y_finished) begin
        T_addr_offset = 8'({5'b0, row_set_counter, 1'b0} + {6'b0, row_set_counter});
        T_base_address = {column_counter[3:0], 4'b0} + T_addr_offset;
    end else begin
        T_addr_offset = 8'({5'b0, row_set_counter, 1'b0} + {6'b0, row_set_counter});
        T_base_address = {1'b0, column_counter[2:0], 3'b0} + T_addr_offset;
    end
  end
  always_comb begin
    write_last_row_set = (write_row_set_counter == (write_Y_finished ? 3'd2 : 3'd5));
    if (!write_Y_finished) begin
        write_T_addr_offset = 8'({5'b0, write_row_set_counter, 1'b0} + {6'b0, write_row_set_counter});
        write_T_base_address = {write_column_counter[3:0], 4'b0} + write_T_addr_offset;
    end else begin
        write_T_addr_offset = 8'({5'b0, write_row_set_counter, 1'b0} + {6'b0, write_row_set_counter});
        write_T_base_address = {1'b0, write_column_counter[2:0], 3'b0} + write_T_addr_offset;
    end
  end
  always_ff @(posedge Clock_50 or negedge Resetn) begin
    if (!Resetn) begin
      state <= S_IDLE;
      Addressing_counter <= 5'd0;
      column_counter <= 4'd0;
      row_set_counter <= 3'd0;
      Acc_T0 <= 32'sd0;
      Acc_T1 <= 32'sd0;
      Acc_T2 <= 32'sd0;
      Writebuff0 <= 32'sd0;
      Writebuff1 <= 32'sd0;
      Writebuff2 <= 32'sd0;
      write_row_set_counter <= 3'd0;
      write_column_counter <= 4'd0;
      write_Y_finished <= 1'b0;
      Write_en_T_a <= 1'b0;
      Write_en_T_b <= 1'b0;
      T_DP_RAM_address_a <= 8'd0;
      T_DP_RAM_address_b <= 8'd1;
      T_DP_RAM_write_data_a <= 32'sd0;
      T_DP_RAM_write_data_b <= 32'sd0;
      done <= 1'b0;
      first_cycle <= 1'b1;
    end else begin
      case (state)
        S_IDLE: begin
          if (start) begin
            Write_en_T_a <= 1'b0; 
            Write_en_T_b <= 1'b0;
            done <= 1'b0;
            Addressing_counter <= 5'd0;
            column_counter <= 4'd0;
            row_set_counter <= 3'd0;
            Acc_T0 <= 32'sd0;
            Acc_T1 <= 32'sd0;
            Acc_T2 <= 32'sd0;
            Writebuff0 <= 32'sd0;
            Writebuff1 <= 32'sd0;
            Writebuff2 <= 32'sd0;
            write_row_set_counter <= 3'd0;
            write_column_counter <= 4'd0;
            write_Y_finished <= Y_finished;
            first_cycle <= 1'b1;
            state <= S_LEAD_IN;
          end
        end
        S_LEAD_IN: begin
          Addressing_counter <= Addressing_counter + 5'd1;
          state <= S_CC0;
        end
        S_CC0: begin
          Acc_T0 <= mult_result_a;
          Acc_T1 <= mult_result_b;
          Acc_T2 <= mult_result_c;
          if (!first_cycle) begin
            T_DP_RAM_write_data_a <= Writebuff0_div32;
            Write_en_T_a <= 1'b1;
            T_DP_RAM_address_a <= write_T_base_address;
            if (write_Y_finished) begin
              T_DP_RAM_write_data_b <= Writebuff1_div32;
              T_DP_RAM_address_b <= write_T_base_address + 8'd1;
              Write_en_T_b <= 1'b1;
            end else begin
              if (!write_last_row_set) begin
                T_DP_RAM_write_data_b <= Writebuff1_div32;
                T_DP_RAM_address_b <= write_T_base_address + 8'd1;
                Write_en_T_b <= 1'b1;
              end else begin
                Write_en_T_b <= 1'b0;
              end
            end
          end else begin
            Write_en_T_a <= 1'b0;
            Write_en_T_b <= 1'b0;
          end
          Addressing_counter <= Addressing_counter + 5'd1;
          state <= S_CC1;
        end
        S_CC1: begin
          Acc_T0 <= Acc_T0 + mult_result_a;
          Acc_T1 <= Acc_T1 + mult_result_b;
          Acc_T2 <= Acc_T2 + mult_result_c;
          if (!first_cycle && !write_last_row_set) begin
            T_DP_RAM_write_data_a <= Writebuff2_div32;
            T_DP_RAM_address_a <= write_T_base_address + 8'd2;
            Write_en_T_a <= 1'b1;
          end else begin
            Write_en_T_a <= 1'b0;
          end
          Write_en_T_b <= 1'b0;
          Addressing_counter <= Addressing_counter + 5'd1;
          state <= S_CC2;
        end
        S_CC2, S_CC3, S_CC4, S_CC5, S_CC6: begin
          Acc_T0 <= Acc_T0 + mult_result_a;
          Acc_T1 <= Acc_T1 + mult_result_b;
          Acc_T2 <= Acc_T2 + mult_result_c;
          Write_en_T_a <= 1'b0;
          Write_en_T_b <= 1'b0;
          Addressing_counter <= Addressing_counter + 5'd1;
          state <= state_t'(state + 1);
        end
        S_CC7: begin
          Acc_T0 <= Acc_T0 + mult_result_a;
          Acc_T1 <= Acc_T1 + mult_result_b;
          Acc_T2 <= Acc_T2 + mult_result_c;
          Write_en_T_a <= 1'b0;
          Write_en_T_b <= 1'b0;
          if (Y_finished) begin
            Writebuff0 <= Acc_T0 + mult_result_a;
            Writebuff1 <= Acc_T1 + mult_result_b;
            Writebuff2 <= Acc_T2 + mult_result_c;
            write_row_set_counter <= row_set_counter;
            write_column_counter <= column_counter;
            write_Y_finished <= Y_finished;
            if (first_cycle) first_cycle <= 1'b0;
            if (row_set_counter == max_row_set) begin
              row_set_counter <= 3'd0;
              if (column_counter == max_counter[3:0]) begin
                Addressing_counter <= 5'd0;
                state <= S_CC0;
              end else begin
                column_counter <= column_counter + 4'd1;
                Addressing_counter <= 5'd0;
                state <= S_LEAD_IN;
              end
            end else begin
              row_set_counter <= row_set_counter + 3'd1;
              Addressing_counter <= 5'd0;
              state <= S_LEAD_IN;
            end
          end else begin
            Addressing_counter <= Addressing_counter + 5'd1;
            state <= S_CC8;
          end
        end
        S_CC8, S_CC9, S_CC10, S_CC11, S_CC12, S_CC13, S_CC14: begin
          Acc_T0 <= Acc_T0 + mult_result_a;
          Acc_T1 <= Acc_T1 + mult_result_b;
          Acc_T2 <= Acc_T2 + mult_result_c;
          Write_en_T_a <= 1'b0;
          Write_en_T_b <= 1'b0;
          Addressing_counter <= Addressing_counter + 5'd1;
          state <= state_t'(state + 1);
        end
        S_CC15: begin
          Acc_T0 <= Acc_T0 + mult_result_a;
          Acc_T1 <= Acc_T1 + mult_result_b;
          Acc_T2 <= Acc_T2 + mult_result_c;
          Write_en_T_a <= 1'b0;
          Write_en_T_b <= 1'b0;
          Writebuff0 <= Acc_T0 + mult_result_a;
          Writebuff1 <= Acc_T1 + mult_result_b;
          Writebuff2 <= Acc_T2 + mult_result_c;
          write_row_set_counter <= row_set_counter;
          write_column_counter <= column_counter;
          write_Y_finished <= Y_finished;
          if (first_cycle) first_cycle <= 1'b0;
          if (row_set_counter == max_row_set) begin
            row_set_counter <= 3'd0;
            if (column_counter == max_counter[3:0]) begin
              Addressing_counter <= 5'd0;
              state <= S_CC0;
            end else begin
              column_counter <= column_counter + 4'd1;
              Addressing_counter <= 5'd0;
              state <= S_LEAD_IN;
            end
          end else begin
            row_set_counter <= row_set_counter + 3'd1;
            Addressing_counter <= 5'd0;
            state <= S_LEAD_IN;
          end
        end
        S_END: begin
          done <= 1'b0;
          Write_en_T_a <= 1'b0;
          Write_en_T_b <= 1'b0;
          state <= S_IDLE;
        end
        default: state <= S_IDLE;
      endcase
      if (state == S_CC1 && !first_cycle) begin
        if (write_row_set_counter == (write_Y_finished ? 3'd2 : 3'd5) && 
            write_column_counter == (write_Y_finished ? 4'd7 : 4'd15)) begin
          state <= S_END;
          done <= 1'b1;
        end
      end
    end
  end
endmodule
--- design/flow/run.sh ---
#!/bin/bash
# OpenROAD 26Q1-2900-gdf79404cd8, Yosys 0.63+post, stock flow scripts
make -C /OpenROAD-flow-scripts/flow DESIGN_CONFIG=/design/flow/config.mk WORK_HOME=/design/flow/orfs finish
--- design/flow/config.mk ---
export PLATFORM = sky130hd
export DESIGN_NAME = ComputeT
export DESIGN_NICKNAME = ComputeT
export VERILOG_FILES = /design/flow/design.v
export SDC_FILE = /design/flow/constraint.sdc
export NUM_CORES = 4
export LEC_CHECK = 1
export CORE_UTILIZATION = 40
--- design/flow/constraint.sdc ---
current_design ComputeT

set clk_period 11.2
set clk_io_pct 0.2

create_clock -name clk0 -period $clk_period [get_ports {Clock_50}]

set non_clock_inputs [all_inputs -no_clocks]
set_input_delay [expr $clk_period * $clk_io_pct] -clock clk0 $non_clock_inputs
set_output_delay [expr $clk_period * $clk_io_pct] -clock clk0 [all_outputs]
==> impl_metrics.tcl <==
# place-and-route summary
set metrics [dict create \
    status "finished, final reports clean" \
    path_max_fanout 48 \
    clock_skew_ns 0.0274 \
    ys_ff 275 \
    routabilityCongestion 0.968 \
    tns_ns 0 \
    clock_latency_ns 0.55 \
    period_used_pct 66.3 \
    power.switching_mw 2.86 \
    yosys_warnings 1 \
    cts_buffer_depth 3 \
    final_cell_mix "493 x clkdlybuf4s50_1, 421 x nand2_1, 273 x dfrtp_1" \
    r2r_slack_ns 6.78 \
    yosys_area_mm2 0.0193 \
    holdCritPathClass "flop to flop" \
    lay_top_count "clkdlybuf4s50_1" \
    cts_hold_buf 0 \
    p_int_mw 3.61 \
    layout-drive-gt1-share_pct 5.78 \
    fp.dieArea_mm2 0.0493 \
    ys_seq_share_pct 35.6 \
    critPathKind "input pin to primary output" \
    grt_max_degree 95 \
    synthCells 2302 \
    ff_type "dfrtp_1" \
    dp_hpwl_um 52800 \
    final_area_mm2 0.0250 \
    cts_tree "done" \
    ctsResizeCount 0 \
    worst_ep_required_time_ns 8.96 \
    tightest_slew_ns 0.899 \
    grt_pass1_vias 17100 \
    critPathArrivalTime_ns 5.19 \
    cp-startpoint "Y_finished" \
    p_seq_share_pct 24.1 \
    slew_viol_final 0 \
    clk_pin_slew_ns 0.06 \
    cp-end-kind "primary output" \
    hold_viol_final 0 \
    ant_nets 0 \
    worst_setup_path_start_kind "input pin" \
    die_w_um 222 \
    power_leakage_nw 10.9 \
    setup_ws_ns 3.77 \
    post-place-ws_ns 3.81 \
    grt_overflow 0 \
    grt_first_pass_wirelength_um 106000 \
    routed-via-count 18000 \
    numClockSinks 275 \
    first_pass_iters 6 \
    ys_cells 2302 \
    drc 0 \
    power_density_mw_per_mm2 258 \
    placed_area_mm2 0.0239 \
    timing.rr.start "state[0]$_DFF_PN0_" \
    vias_per_cell 5.52 \
    r2r_end "Acc_T2[1]$_DFFE_PN0P_" \
    fp_util_pct 40.5 \
    drt_iter0_markers 1096 \
    syn_avg_cell_area_um2 8.40 \
    synth_cell_types 77 \
    numCtsBuffers 34 \
    ir_worst_vdd_mv 0.184 \
    antenna_found_initial 14 \
    core_mm2 0.0477 \
    wl_um 68900 \
    post-route-min-period_ns 7.43 \
    combinationalPowerShare_pct 58.6 \
    swShare_pct 44.2 \
    grtUsageTotal_pct 28.8 \
    htreeDepth 2 \
    syn_to_final_growth_pct 29.3 \
    wl_per_cell_um 21.2 \
    synth_area_mm2 0.0193 \
    log.warning_count 35 \
    synth-edff-count 0 \
    root_buffer "clkbuf_16" \
    max_freq_mhz 135 \
    die_height_um 222 \
    reg2reg_depth 11 \
    whs_ns 0.467 \
    rsz0062_at_grt "false" \
    fill_cells 4383 \
    crit_path_end "mult_op2_b[20]" \
    hold_path_depth 2 \
    post_cts_buffers 0 \
    async_flop_share_pct 100 \
    io_pins 495 \
    clkPwrFrac_pct 17.3 \
    max-slew-margin-rel_pct 39.9 \
    cap_violations 0 \
    core.rowCount 80 \
    port_buffers 494 \
    finalSetupViolCount 0 \
]
==> synthesized netlist by cell type (all sizes together) (3+ instances only) <==
master	number	share of area (%)
nand2	423	8.2
dfrtp	273	35
nor2	207	4.0
a21oi	174	4.5
buf	163	5.8
ha	119	7.7
o21ai	113	2.9
clkbuf	93	1.8
xnor2	74	3.3
a22o	58	2.6
xor2	50	2.3
a22oi	48	1.9
inv	46	0.89
a21o	45	1.7
a31oi	40	1.3
nand3	40	1.0
a221oi	36	1.7
mux2	26	1.5
a21boi	23	0.89
nor3	19	0.58
o31ai	19	0.76
a211oi	16	0.70
nor2b	16	0.52
and3	15	0.49
nand4	15	0.49
o211ai	15	0.63
o21a	12	0.47
and2	11	0.36
mux2i	11	0.57
nand2b	11	0.36
o21bai	11	0.43
or3	8	0.26
fa	7	0.72
o22ai	7	0.23
or2	6	0.19
a221o	5	0.26
a2111oi	4	0.21
a211o	3	0.14
nor4	3	0.097
o2111ai	3	0.14
==> worst min-delay path by stage <==
| stage | from | to | slack (ns) |
|---|---|---|---|
| after CTS | Writebuff1[5]$_DFFE_PN0P_ | T_DP_RAM_write_data_b[0]$_DFFE_PN0P_ | 0.47 |
| after global routing | Writebuff1[26]$_DFFE_PN0P_ | T_DP_RAM_write_data_b[21]$_DFFE_PN0P_ | 0.49 |
| final | Writebuff1[5]$_DFFE_PN0P_ | T_DP_RAM_write_data_b[0]$_DFFE_PN0P_ | 0.47 |
==> cells by family after synthesis <==
logic type      synth area share, %
xor+xnor                       5.65
fa+ha+maj                      8.42
flops                          35.6
compound gates                 22.8
simple gates                   17.0
mux                            2.08
buf+inv                        8.52
==> final cells by class <==
type | instances | area [um2] | share of cell area [%]
multi-input cells | 1725 | 10900 | 43.5
flip-flops and latches | 275 | 6880 | 27.5
repair buffers | 522 | 5160 | 20.6
clock buffers | 45 | 963 | 3.85
well taps | 615 | 769 | 3.08
inverters | 46 | 173 | 0.690
clock inverters | 16 | 171 | 0.685
diodes | 6 | 15.0 | 0.0600
==> sequential cells by signal, summed over array words and instances, names as in the netlist, 4 cells and up <==
signal	flops
Acc_T0	32
Acc_T1	32
Acc_T2	32
T_DP_RAM_write_data_a	27
T_DP_RAM_write_data_b	27
Writebuff0	27
Writebuff1	27
Writebuff2	27
T_DP_RAM_address_a	8
T_DP_RAM_address_b	8
state	5
Addressing_counter	4
column_counter	4
write_column_counter	4
==> critical path: stages <==
cell             delay (ns)
clkdlybuf4s50_1        0.46
buf_4                  0.32
inv_1                  0.19
nor2_1                 0.16
nand2_1                0.11
o21ai_4                0.06
buf_4                  0.44
nand2_1                0.10
nand2_1                0.48
clkdlybuf4s50_1        0.59
==> per-stage QoR <==
| stage | util [%] | total power, mW | cells |
|---|---|---|---|
| finish | 52.4 | 6.46 | 3250 |
| global placement | 50.0 | 5.31 | 3183 |
| global route | 52.4 | 7.00 | 3247 |
| detailed placement | 50.0 | 5.36 | 3183 |
| CTS | 52.4 | 6.52 | 3244 |
| floorplan | - | 4.11 | 2302 |
==> layer usage <==
layer,global-route usage [%],part of all wire [%],vias to the layer above
li1,-,-,8608
met1,39.9,43,8717
met2,46.3,48,525
met3,6.47,6.6,92
met4,8.09,3.1,14
met5,0,0.13,-
==> power groups by stage <==
| stage | clock (mW) | combinational [mW] | sequential (mW) |
|---|---|---|---|
| global route | 1.19 | 4.22 | 1.60 |
| finish | 1.12 | 3.79 | 1.56 |
| CTS | 1.15 | 3.81 | 1.56 |
No activity file was given, so power comes from the tool's default toggle rates.
