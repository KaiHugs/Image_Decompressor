## flow/run.sh

```bash
#!/bin/bash
# OpenROAD 26Q1-2900-gdf79404cd8, Yosys 0.63+post, stock flow scripts
make -C /OpenROAD-flow-scripts/flow DESIGN_CONFIG=/design/flow/config.mk WORK_HOME=/design/flow/orfs finish
```

## flow/design.v

```verilog
`timescale 1ns/100ps
`default_nettype none
module M1 (
   input  logic		Clock,
   input  logic		Resetn, 
   input  logic		start,
   output logic		done,
   input  logic   [15:0]   SRAM_read_data,
   output logic [17:0]	SRAM_address,
   output logic [15:0]	SRAM_write_data,
   output logic		SRAM_we_n
);
typedef enum logic [4:0] {
	S_IDLE,
	S_LEAD_IN0,
	S_LEAD_IN1,
	S_LEAD_IN2,
	S_LEAD_IN3,
	S_LEAD_IN4,
	S_LEAD_IN5,
	S_LEAD_IN6,
	S_LEAD_IN7,
	S_LEAD_IN8,
	S_COMMON_0,
	S_COMMON_1,
	S_COMMON_2,
	S_COMMON_3,
	S_COMMON_4,
	S_COMMON_5,
	S_COMMON_6,
	S_COMMON_7,
	S_LEAD_OUT0,
	S_LEAD_OUT1,
	S_LEAD_OUT2,
	S_LEAD_OUT3,
	S_LEAD_OUT4
} M1_state;
M1_state M1_S_state;
localparam [13:0] base_memory_Y = 14'd0;
localparam [15:0]base_memory_U = 16'd13824;
localparam [15:0]base_memory_V = 16'd20736;
localparam [17:0]base_memory_RGB = 18'd220672;
logic [13:0] memory_Y;
logic [15:0] memory_U;
logic [15:0] memory_V;
logic [17:0] memory_RGB;
logic [13:0] memory_offset_Y;
logic [15:0] memory_offset_UV;
logic [17:0] memory_offset_RGB;
logic [7:0] U9_m, U7_m, U5_m, U3_m, U1_m;
logic [7:0] U9_p, U7_p, U5_p, U3_p, U1_p;
logic [7:0] V9_m, V7_m, V5_m, V3_m, V1_m;
logic [7:0] V9_p, V7_p, V5_p, V3_p, V1_p;
logic [7:0] Uodd;
logic [7:0] Vodd;
logic [7:0] U_prime_even, V_prime_even;
logic [7:0] Ye, Yo;
logic [31:0] M0, M1, M2, M3;
logic [31:0] M0_buff, M1_buff, M2_buff, M3_buff;
logic [31:0] M0_op_1, M0_op_2, M1_op_1, M1_op_2, M2_op_1, M2_op_2, M3_op_1, M3_op_2;
logic [31:0] accU_prime, accV_prime;  
logic [7:0] U_prime_odd, V_prime_odd;
logic [31:0] Re, Ro;
logic [31:0] Ge, Go;
logic [31:0] Be, Bo;
logic [7:0] Re_write, Ro_write;
logic [7:0] Ge_write, Go_write;
logic [7:0] Be_write, Bo_write;
logic even_cycle, new_row;
logic [7:0] pixel_compute_counter;
logic [7:0] pixel_column_counter;
always_ff @ (posedge Clock or negedge Resetn) begin
	if (~Resetn) begin
		SRAM_we_n <= 1'b1;			
		done <= 1'd0;
		SRAM_write_data <= 16'd0;
		SRAM_address <= 18'd0;
		M1_S_state <= S_IDLE;
		U9_m <= 8'h0; U7_m <= 8'h0; U5_m <= 8'h0; U3_m <= 8'h0; U1_m <= 8'h0;
		U1_p <= 8'h0; U3_p <= 8'h0; U5_p <= 8'h0; U7_p <= 8'h0; U9_p <= 8'h0;
		V9_m <= 8'h0; V7_m <= 8'h0; V5_m <= 8'h0; V3_m <= 8'h0; V1_m <= 8'h0; 
		V1_p <= 8'h0; V3_p <= 8'h0; V5_p <= 8'h0; V7_p <= 8'h0; V9_p <= 8'h0;
		Ye <= 8'h0;
		Yo <= 8'h0;
		Uodd <= 8'h0;
		Vodd <= 8'h0;
		U_prime_even <= 8'h0;
		V_prime_even <= 8'h0;
		accU_prime <= 32'h0; 
		accV_prime <= 32'h0;
		new_row <= 1'b1;
		M0_op_1 <= 32'h0; M0_op_2 <= 32'h0; M1_op_1 <= 32'h0; M1_op_2 <= 32'h0; M2_op_1 <= 32'h0;
		M2_op_2 <= 32'h0; M3_op_1 <= 32'h0; M3_op_2<= 32'h0;
		Re <= 8'h0;
		Ro <= 8'h0;
		Ge <= 8'h0;
		Go <= 8'h0;
		Be <= 8'h0;	
		Bo <= 8'h0;
		M0_buff <= 32'h0;
		M1_buff <= 32'h0;
		M2_buff <= 32'h0;
		M3_buff <= 32'h0;
		memory_Y <= base_memory_Y;
		memory_U <= base_memory_U;
		memory_V <= base_memory_V;
		memory_RGB <= base_memory_RGB;
		memory_offset_Y <= 14'd0;
		memory_offset_UV <= 15'd0;
		memory_offset_RGB <= 17'd0;
		even_cycle <= 1'b1;
		pixel_compute_counter <= 8'h0;
		pixel_column_counter <= 8'h0;
	end else begin
			case (M1_S_state)
			S_IDLE: begin
					memory_Y <= base_memory_Y;
					memory_U <= base_memory_U;
					memory_V <= base_memory_V;
					memory_RGB <= base_memory_RGB;
					if (start == 1'b1) begin
						done <= 1'd0;
						M1_S_state <= S_LEAD_IN0;
						SRAM_address <= memory_U + memory_offset_UV;  
					end 
			end
			S_LEAD_IN0: begin
					SRAM_address <= memory_V + memory_offset_UV;  
					memory_offset_UV <= memory_offset_UV + 1'b1;   
					SRAM_we_n <= 1'b1;
					M1_S_state <= S_LEAD_IN1;
					new_row <= 1'b1;
					pixel_compute_counter <= 7'b0;
			end
			S_LEAD_IN1: begin
					SRAM_address <= memory_U + memory_offset_UV;   
					M1_S_state <= S_LEAD_IN2;          					
			end
			S_LEAD_IN2: begin
					SRAM_address <= memory_V + memory_offset_UV;   
					U9_m <= SRAM_read_data[15:8]; 	
					U7_m <= SRAM_read_data[15:8]; 
					U5_m <= SRAM_read_data[15:8];  
					U3_m <= SRAM_read_data[15:8]; 
					U1_m <= SRAM_read_data[15:8];
					U1_p <= SRAM_read_data[7:0];
					memory_offset_UV <= memory_offset_UV + 1'b1;
					M1_S_state <= S_LEAD_IN3;			
			end
			S_LEAD_IN3: begin
					SRAM_address <= memory_U + memory_offset_UV;   
					V9_m <= SRAM_read_data[15:8]; 
					V7_m <= SRAM_read_data[15:8]; 
					V5_m <= SRAM_read_data[15:8];  
					V3_m <= SRAM_read_data[15:8]; 
					V1_m <= SRAM_read_data[15:8];
					V1_p <= SRAM_read_data[7:0];
					M1_S_state <= S_LEAD_IN4;				
			end
			S_LEAD_IN4: begin
					SRAM_address <= memory_V + memory_offset_UV;  
					memory_offset_UV <= memory_offset_UV + 1'b1;
					U3_p <= SRAM_read_data[15:8];
					U5_p <= SRAM_read_data[7:0];  
					M1_S_state <= S_LEAD_IN5;				
			end
			S_LEAD_IN5: begin
					SRAM_address <= memory_Y + memory_offset_Y;  
					V3_p <= SRAM_read_data[15:8];
					V5_p <= SRAM_read_data[7:0];  
					memory_offset_Y <= memory_offset_Y + 1'b1;
					M1_S_state <= S_LEAD_IN6;				
			end
			S_LEAD_IN6: begin 
					U7_p <= SRAM_read_data[15:8];
					U9_p <= SRAM_read_data[7:0];  
					M1_S_state <= S_LEAD_IN7;				
			end
			S_LEAD_IN7: begin
					V7_p <= SRAM_read_data[15:8];
					V9_p <= SRAM_read_data[7:0];  
					M1_S_state <= S_LEAD_IN8;				
			end
			S_LEAD_IN8: begin
					Ye <= SRAM_read_data[15:8];
					Yo <= SRAM_read_data[7:0];
					SRAM_address <= memory_RGB + memory_offset_RGB;
					U_prime_even <= U1_m;	
					V_prime_even <= V1_m;
					M0_op_1 <= 32'd36;   M0_op_2 <= {24'd0, U9_m};
					M1_op_1 <= 32'd98;   M1_op_2 <= {24'd0, U7_m};
					M2_op_1 <= 32'd233;  M2_op_2 <= {24'd0, U5_m};
					M3_op_1 <= 32'd528;  M3_op_2 <= {24'd0, U3_m};
					M1_S_state <= S_COMMON_0;				
			end
			S_COMMON_7: begin
					SRAM_address <= memory_RGB + memory_offset_RGB;
					Ye <= SRAM_read_data[15:8];
					Yo <= SRAM_read_data[7:0];
					Go <= (M1_buff - M3_buff - M0 + 32'd16384);
					Bo <= (M1_buff + M1 + 32'd16384);
					U_prime_even <= U1_m;	
					SRAM_write_data <= {Re_write, Ge_write};  
					V_prime_even <= V1_m;
					if(!new_row) begin 
					SRAM_we_n <= 1'b0;
					memory_offset_RGB <= memory_offset_RGB + 1'b1;
					end
					M0_op_1 <= 32'd36;   M0_op_2 <= {24'd0, U9_m};
					M1_op_1 <= 32'd98;   M1_op_2 <= {24'd0, U7_m};
					M2_op_1 <= 32'd233;  M2_op_2 <= {24'd0, U5_m};
					M3_op_1 <= 32'd528;  M3_op_2 <= {24'd0, U3_m};
					even_cycle <= !even_cycle;
					if(pixel_compute_counter < 190)
					M1_S_state <= S_COMMON_0;		
					else 
					M1_S_state <= S_LEAD_OUT0;
			end
			S_COMMON_0: begin
					SRAM_address <= memory_RGB + memory_offset_RGB;
					if(!new_row) begin 
					SRAM_we_n <= 1'b0;
					memory_offset_RGB <= memory_offset_RGB + 1'b1;
					end
					M0_op_1 <= 32'd1815; M0_op_2 <= {24'd0, U1_m};
					M1_op_1 <= 32'd1815; M1_op_2 <= {24'd0, U1_p};
					M2_op_1 <= 32'd528;  M2_op_2 <= {24'd0, U3_p};
					M3_op_1 <= 32'd233;  M3_op_2 <= {24'd0, U5_p};
					accU_prime <= M0 - M1 - M2 + M3;
					SRAM_write_data <= {Be_write, Ro_write};  
					M1_S_state <= S_COMMON_1; 
			end
			S_COMMON_1: begin
					SRAM_address <= memory_RGB + memory_offset_RGB;
					SRAM_write_data <= {Go_write, Bo_write};  
					if(!new_row) begin 
					SRAM_we_n <= 1'b0;
					memory_offset_RGB <= memory_offset_RGB + 1'b1;
					pixel_compute_counter <= pixel_compute_counter + 2'd2;
					end
					M0_op_1 <= 32'd98;   M0_op_2 <= {24'd0, U7_p};
					M1_op_1 <= 32'd36;   M1_op_2 <= {24'd0, U9_p};
					M2_op_1 <= 32'd36;   M2_op_2 <= {24'd0, V9_m};
					M3_op_1 <= 32'd98;   M3_op_2 <= {24'd0, V7_m};
				    accU_prime <= M0 + M1 + M2 - M3 + accU_prime;
					new_row <= 1'b0;
					M1_S_state <= S_COMMON_2;			
			end
			S_COMMON_2: begin
					if(even_cycle && pixel_compute_counter < 180) begin
						SRAM_address <= memory_U + memory_offset_UV;   
					end 
					M0_op_1 <= 32'd233;  M0_op_2 <= {24'd0, V5_m};
					M1_op_1 <= 32'd528;  M1_op_2 <= {24'd0, V3_m};
					M2_op_1 <= 32'd1815; M2_op_2 <= {24'd0, V1_m};
					M3_op_1 <= 32'd1815; M3_op_2 <= {24'd0, V1_p};
					SRAM_we_n <= 1'b1;
					accU_prime <= accU_prime - M0 + M1 + 32'd2048;  
					accV_prime <= M2 - M3;
					M1_S_state <= S_COMMON_3;				
			end
			S_COMMON_3: begin
					if(even_cycle && pixel_compute_counter < 180) begin  
					SRAM_address <= memory_V + memory_offset_UV;   
					memory_offset_UV <= memory_offset_UV + 1'b1;
					end 
					M0_op_1 <= 32'd528;  M0_op_2 <= {24'd0, V3_p};
					M1_op_1 <= 32'd233;  M1_op_2 <= {24'd0, V5_p};
					M2_op_1 <= 32'd98;   M2_op_2 <= {24'd0, V7_p};
					M3_op_1 <= 32'd36;   M3_op_2 <= {24'd0, V9_p};
					accV_prime <= -M0 + M1 + M2 + M3 + accV_prime;
					M1_S_state <= S_COMMON_4;				
			end
			S_COMMON_4: begin
				if(pixel_compute_counter < 190) begin  
					SRAM_address <= memory_Y + memory_offset_Y;   
					memory_offset_Y <= memory_offset_Y + 1'b1;	
				end 
					M0_op_1 <= 32'sd38142; M0_op_2 <= ({24'd0, Ye} - 32'sd16);             
					M1_op_1 <= 32'sd38142; M1_op_2 <= ({24'd0, Yo} - 32'sd16);             
					M2_op_1 <= 32'sd12845; M2_op_2 <= ({24'd0, U_prime_even} - 32'sd128); 
					M3_op_1 <= 32'sd12845; M3_op_2 <= ({24'd0, U_prime_odd}  - 32'sd128);
					accV_prime <= M0 - M1 - M2 + M3 + accV_prime + 32'd2048;   
					M1_S_state <= S_COMMON_5;				
			end
			S_COMMON_5: begin 
					U9_m <= U7_m;	
					U7_m <= U5_m;
					U5_m <= U3_m; 
					U3_m <= U1_m;
					U1_m <= U1_p;
					U1_p <= U3_p;
					U3_p <= U5_p;
					U5_p <= U7_p;  
					U7_p <= U9_p;  
					if(even_cycle && pixel_compute_counter < 180) begin
						U9_p <= SRAM_read_data[15:8];
						Uodd <= SRAM_read_data[7:0]; 
					end else if(!even_cycle && pixel_compute_counter < 180) begin
						U9_p <= Uodd;
					end
					M0_op_1 <= 32'sd66093; M0_op_2 <= ({24'd0, U_prime_even} - 32'sd128);
					M1_op_1 <= 32'sd52298; M1_op_2 <= ({24'd0, V_prime_even} - 32'sd128);  
					M2_op_1 <= 32'sd52298; M2_op_2 <= ({24'd0, V_prime_odd} - 32'sd128);  
					M3_op_1 <= 32'sd26640; M3_op_2 <= ({24'd0, V_prime_even} - 32'sd128);
					M0_buff <= M0;
					M1_buff <= M1;
					M2_buff <= M2;
					M3_buff <= M3;
					M1_S_state <= S_COMMON_6;				
			end   
			S_COMMON_6: begin
					V9_m <= V7_m;	
					V7_m <= V5_m;
					V5_m <= V3_m; 
					V3_m <= V1_m;
					V1_m <= V1_p;
					V1_p <= V3_p;
					V3_p <= V5_p;
					V5_p <= V7_p;  
					V7_p <= V9_p;  
					Re <= (M0_buff + M1 + 32'd16384);
					Ro <= (M1_buff + M2 + 32'd16384);
					Ge <= (M0_buff - M2_buff - M3 + 32'd16384);
					Be <= (M0_buff + M0 + 32'd16384);
					M0_op_1 <= 32'sd26640; M0_op_2 <= ({24'd0, V_prime_odd} - 32'sd128);
					M1_op_1 <= 32'sd66093; M1_op_2 <= ({24'd0, U_prime_odd} - 32'sd128);
					if(even_cycle && pixel_compute_counter < 180) begin
						V9_p <= SRAM_read_data[15:8];
						Vodd <= SRAM_read_data[7:0]; 
					end else if(!even_cycle && pixel_compute_counter < 180) begin
						V9_p <= Vodd;					
					end
					M1_S_state <= S_COMMON_7;
			end
			S_LEAD_OUT0: begin
					SRAM_address <= memory_RGB + memory_offset_RGB;
					SRAM_write_data <= {Be_write, Ro_write}; 
					memory_offset_RGB <= memory_offset_RGB + 1'b1;
					M1_S_state <= S_LEAD_OUT1;				
			end
			S_LEAD_OUT1: begin
				    SRAM_address <= memory_RGB + memory_offset_RGB;
					SRAM_write_data <= {Go_write, Bo_write}; 
					memory_offset_RGB <= memory_offset_RGB + 1'b1;
					M1_S_state <= S_LEAD_OUT2;
			end
			S_LEAD_OUT2: begin
			if(pixel_column_counter < 8'd143) begin
					M1_S_state <= S_LEAD_IN0;		
					new_row <= 1'b1;
					SRAM_address <= memory_U + memory_offset_UV;
					pixel_column_counter <= pixel_column_counter + 8'h1;	
					SRAM_we_n <= 1'b1;
			end else begin
					SRAM_we_n <= 1'b1;
					M1_S_state <= S_IDLE;
					done <= 1'b1;
					end
			end 
			default: M1_S_state <= S_IDLE;
			endcase
	end
	end
assign Re_write = Re[31] ? 8'h00 : |Re[30:23] ? 8'hFF : Re[22:15];  
assign Ro_write = Ro[31] ? 8'h00 : |Ro[30:23] ? 8'hFF : Ro[22:15];
assign Ge_write = Ge[31] ? 8'h00 : |Ge[30:23] ? 8'hFF : Ge[22:15];
assign Go_write = Go[31] ? 8'h00 : |Go[30:23] ? 8'hFF : Go[22:15];
assign Be_write = Be[31] ? 8'h00 : |Be[30:23] ? 8'hFF : Be[22:15];
assign Bo_write = Bo[31] ? 8'h00 : |Bo[30:23] ? 8'hFF : Bo[22:15];
assign U_prime_odd = accU_prime[31] ? 8'h00 : |accU_prime[30:20] ? 8'hFF : accU_prime[19:12];
assign V_prime_odd = accV_prime[31] ? 8'h00 : |accV_prime[30:20] ? 8'hFF : accV_prime[19:12];
logic [63:0] M0_result, M1_result, M2_result, M3_result;
assign M0 = M0_result[31:0];
assign M1 = M1_result[31:0];
assign M2 = M2_result[31:0];
assign M3 = M3_result[31:0];
assign M0_result = M0_op_1 * M0_op_2;
assign M1_result = M1_op_1 * M1_op_2;
assign M2_result = M2_op_1 * M2_op_2;
assign M3_result = M3_op_1 * M3_op_2;
endmodule
```

## flow/constraint.sdc

```tcl
current_design M1

set clk_period 21.4
set clk_io_pct 0.2

create_clock -name clk0 -period $clk_period [get_ports {Clock}]

set non_clock_inputs [all_inputs -no_clocks]
set_input_delay [expr $clk_period * $clk_io_pct] -clock clk0 $non_clock_inputs
set_output_delay [expr $clk_period * $clk_io_pct] -clock clk0 [all_outputs]
```

## flow/config.mk

```make
export PLATFORM = sky130hd
export DESIGN_NAME = M1
export DESIGN_NICKNAME = M1
export VERILOG_FILES = /design/flow/design.v
export SDC_FILE = /design/flow/constraint.sdc
export NUM_CORES = 4
export LEC_CHECK = 1
export CORE_UTILIZATION = 50
```

==> flow_summary.toml <==
# generated from flow reports
[placed_design]
place.gp.congestion = 1.07
place.port_buffers = 54
hpwl_mm = 250
place_area_sq_um = 97700
dp_cells = 12298

[grt]
grt_max_degree = 123
grt_pass1_wl_mm = 465
track_usage_pct = 35.6
grt_pass1_vias = 72940
antenna_found_initial = 7
grt-ovfl-total = 0

[critical_path]
cp_slowest_cell = "dfrtp_1"
critPathMaxFanout = 25
ff2ff_path_depth = 40
cp.required_ns = 22.06
cp-start-kind = "flip-flop"
regToRegSetupSlack_ns = 8.85
path_common_cell = "ha_1"
cp.arrival_ns = 13.20
cp_slowest_stage_delay_ns = 0.83
path_class = "reg2reg"
rr_endpoint = "accV_prime[31]"
end_kind = "flip-flop"
regToRegStartpoint = "M2_op_2[30]"

[die]
dieArea_sq_um = 188000
core_area_sq_um = 185000
io_pins = 55
die_width_microns = 434
die_h_microns = 434
initCoreUtil_pct = 50.3
rows = 158

[synth]
ys_seq_share_pct = 18.9
edf_count = 0
avgSynthCellArea_sq_um = 9.48
synth-seq-cells = 705
synth_area_sq_um = 93400
top_area_share_pct = 25.5
yosysTopAreaCell = "fa_1"
yosysWarnings = 1
syn_inst = 9847
ys_chip_area_sq_um = 93400
synth-main-ff-cell = "dfrtp_1"
async_reset_ff_share_pct = 100
area_leaders = "fa_1 (25%), dfrtp_1 (19%), ha_1 (17%)"
synthDistinctLibCells = 94
yosysCellCount = 9847

[routing]
vias = 69671
drc = 0
viasPerCell = 5.59
drt_pass1_iterations = 7
wl_per_cell_microns = 24.3
drt-total-wl_mm = 303
drt_iter0_drc = 4714
ant_nets = 0

[finish]
area_delta_synth_final_pct = 7.96
fin_cells = 12473
fillerInstances = 16725
postLayoutCellArea_sq_um = 101000
drive_gt1_share_pct = 6.18

[clock_network]
cts_buffers = 91
clock_sinks = 705
h-tree-depth = 3
cts_resized = 0
ctsHoldBuffers = 0
post-cts-setup-buffers = 0
cts_buffer_depth = 3
clkLatencyLatePin_ns = 0.79
path_clk_slew_ns = 0.06
root_buffer = "clkbuf_16"
tritoncts = "yes"

[run]
warnings = 47
drv_cap = 0

[sta]
slew_headroom_pct = 12.8
max_slew.worst_pin.slew_ns = 1.31
setup_viol = 0
finClkSkew_ns = 0.0946
fmax_mhz = 79.7
rsz0062_at_grt = "false"
fin_crit_sh_pct = 58.6
final.setup.tns_ns = 0
hold_viol_final = 0
drv_slew = 0
finalCriticalPeriod_ns = 12.55

[hold_path]
holdPathEnd = "M1_S_state[16]"
min_path_type = "reg2reg"
worstHoldStart = "M1_S_state[6]"
hold_depth = 0

[outcome]
status = "complete, no violations"
per-layer routing:
| layer | wire, microns | vias to the layer above | global-route usage, % |
|---|---|---|---|
| met5 | 395 | - | 1.51 |
| met2 | 128000 | 2407 | 49.5 |
| met3 | 35600 | 448 | 15.7 |
| met1 | 127000 | 34381 | 52.4 |
| met4 | 12400 | 10 | 10.7 |
| li1 | - | 32425 | - |
sequential cells by signal, indices dropped and copies added, names as in the netlist, 11 cells and up:
name	cells
Be	17
Bo	17
Ge	17
Go	17
M0_buff	32
M0_op_1	13
M1_S_state	21
M1_buff	32
M1_op_1	11
M2_buff	32
M2_op_1	13
M3_buff	32
Re	17
Ro	17
SRAM_address	18
SRAM_write_data	16
accU_prime	32
accV_prime	32
memory_offset_RGB	18
memory_offset_UV	16
memory_offset_Y	14
layout by cell type, fill, tap and decap left out, types with 25 or more instances in the layout:
| master | Yosys | layout |
|---|---|---|
| ha_1 | 1242 | 1242 |
| nand3_1 | 98 | 98 |
| nand4_1 | 40 | 40 |
| a41oi_1 | 26 | 26 |
| nand2_1 | 844 | 844 |
| mux2i_1 | 84 | 84 |
| inv_1 | 1773 | 1773 |
| dfrtp_1 | 701 | 693 |
| nor2_1 | 365 | 361 |
| o21ai_0 | 489 | 488 |
| nor3_1 | 72 | 71 |
| and3_1 | 57 | 57 |
| and2_1 | 345 | 345 |
| clkdlybuf4s50_1 | 0 | 53 |
| nor4_1 | 25 | 25 |
| xnor2_1 | 394 | 389 |
| xor2_1 | 153 | 153 |
| nand2b_1 | 54 | 54 |
| a221oi_1 | 30 | 30 |
| o211ai_1 | 33 | 33 |
| o31ai_1 | 27 | 27 |
| clkbuf_16 | 0 | 91 |
| a222oi_1 | 27 | 27 |
| mux2_2 | 157 | 157 |
| buf_4 | 6 | 227 |
| a22oi_1 | 71 | 71 |
| a211oi_1 | 34 | 34 |
| a21o_1 | 158 | 158 |
| fa_1 | 1188 | 1188 |
| o21a_1 | 74 | 74 |
| nor2b_1 | 53 | 53 |
| a21oi_1 | 484 | 484 |
| a31oi_1 | 64 | 63 |
| o21bai_1 | 70 | 70 |
area by class of cell:
cell class              count  area [sq um]  share of cell area (%)
diodes                      7          17.5                  0.0174
clock buffers             130          2630                    2.61
clock inverters            38           480                   0.477
inverters                1776          6670                    6.61
multi-input cells        7054         67900                    67.4
flip-flops and latches    705         17700                    17.5
well taps                2480          3100                    3.08
repair buffers            283          2290                    2.27
metrics by stage:
step	util, %	worst slack, ns	hold slack, ns
floorplan	-	10.03	0.352
global placement	52.7	8.78	0.360
detailed placement	52.7	8.76	0.365
CTS	54.3	8.80	0.378
global route	54.3	7.97	0.390
finish	54.4	8.85	0.379
worst max-delay path by stage:
stage     slack, ns  cells after the start         from             end
4_1_cts        8.80                     40   M2_op_1[8]  accV_prime[31]
5_1_grt        7.97                     51  M2_op_2[30]  accV_prime[31]
6_report       8.85                     40  M2_op_2[30]  accV_prime[31]
cells by family (layout without fill, tap and decap cells):
group           count (synthesis)  in the layout  share of synthesized area, %
mux                           241            241                          2.79
other cells                     1              8                       0.00402
buf+inv                      2088           2227                          8.42
compound gates               1799           1799                          12.3
flops                         705            705                          18.9
xor+xnor                      552            552                          5.25
fa+ha+maj                    2432           2432                          42.1
simple gates                 2029           2029                          10.2
cell usage after synthesis (72+ instances only):
library cell / n
ha_1: 1242
nand3_1: 98
nand2_1: 844
xor2_1: 153
mux2_2: 157
dfrtp_1: 701
a21o_1: 158
xnor2_1: 394
o21a_1: 74
nor2_1: 365
o21ai_0: 489
nor3_1: 72
fa_1: 1188
mux2i_1: 84
a21oi_1: 484
inv_1: 1773
clkbuf_1: 284
and2_1: 345
worst max-delay path, delay by kind of cell (launching register included):
kind	cells	cell delay (ns)
DFF	1	0.83
xor gates and xnor gates	3	0.86
and+or+nand+nor	9	2.29
buffers and inverters	5	0.68
adders and majority gates	13	5.08
AOI/OAI and AO/OA	10	2.71
