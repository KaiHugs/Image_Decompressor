`run.sh`:
```
#!/bin/bash
# OpenROAD 26Q1-2900-gdf79404cd8, Yosys 0.63+post, stock flow scripts
make -C /OpenROAD-flow-scripts/flow DESIGN_CONFIG=/design/flow/config.mk WORK_HOME=/design/flow/orfs finish
```
`config.mk`:
```
export PLATFORM = sky130hd
export DESIGN_NAME = Decoder
export DESIGN_NICKNAME = Decoder
export VERILOG_FILES = /design/flow/design.v
export SDC_FILE = /design/flow/constraint.sdc
export NUM_CORES = 4
export LEC_CHECK = 1
export CORE_UTILIZATION = 30
```
`constraint.sdc`:
```
current_design Decoder

set clk_period 21.3
set clk_io_pct 0.2

create_clock -name clk0 -period $clk_period [get_ports {clk}]

set non_clock_inputs [all_inputs -no_clocks]
set_input_delay [expr $clk_period * $clk_io_pct] -clock clk0 $non_clock_inputs
set_output_delay [expr $clk_period * $clk_io_pct] -clock clk0 [all_outputs]
```
`design.v`:
```
`timescale 1ns/100ps
`default_nettype none
module Decoder (
    input  logic start,
    output logic finish,
    input  logic block_mode,
    input  logic clk,
    input  logic reset,
    output logic [17:0] SRAM_address,
    input  logic [15:0] SRAM_data_bitstream,
    output logic signed [8:0] decoded_coefficient,
    output logic        decoded_valid
);
parameter MIC19_BASE_ADDRESS = 18'h6C00;   
parameter BITSTREAM_OFFSET = 18'd10;
parameter SRAM_HEADER_OFFSET = MIC19_BASE_ADDRESS + BITSTREAM_OFFSET;
parameter RELOAD_THRESHOLD = 6'd45;
parameter LUMA_BLOCK_SIZE = 9'd256;
parameter CHROMA_BLOCK_SIZE = 9'd64;
typedef enum logic [3:0] {
    D_IDLE,
    D_LEAD_IN_WAIT,
    D_PARSE_HEADER,
    D_DECODE_PAYLOAD,
    D_WRITE_SINGLE,
    D_WRITE_ZERO_RUN,
    D_BLOCK_COMPLETE
} decode_state_t;
decode_state_t decode_state;
typedef enum logic [2:0] {
    R_IDLE,
    R_REQUEST,
    R_WAIT_1,
    R_WAIT_2,
    R_CAPTURE
} reload_state_t;
reload_state_t reload_state;
logic [63:0] bitstream_buffer;
logic [6:0]  bits_valid;
logic [63:0] prefetch_shift_reg;
logic [6:0]  prefetch_valid_bits;
logic [17:0] sram_offset;
logic [6:0] bits_transferred; 
logic lead_in_done_pulse;     
logic [6:0]  bits_consumed_this_cycle;
logic [6:0]  bits_added_this_cycle;
logic [3:0]  shift_amount;
logic [63:0] temp_buffer;
logic [5:0]  insert_pos;
logic [6:0] v;
logic [3:0]  bits_to_consume;
logic        bits_consumed_flag;
logic [1:0]  header_prefix;
logic signed [8:0] decoded_coeff_internal;
logic [8:0]  coeff_position;
logic [8:0]  block_size;
logic [8:0]  zeros_to_write;
logic [8:0]  zeros_written;
logic [6:0] bits_removed;  
logic [6:0] bits_added;   
logic [63:0] temp_prefetch;
logic [2:0] lead_in_counter;
logic lead_in_active;
logic [17:0] lead_in_sram_address;
logic [6:0] next_bits_consumed;
logic [6:0] next_bits_added;
logic [3:0] next_shift_amount;
logic [63:0] next_temp_buffer;
logic [5:0] next_insert_pos;
logic [6:0] next_bits_transferred;
assign SRAM_address = lead_in_active ? lead_in_sram_address : (SRAM_HEADER_OFFSET + sram_offset);
assign decoded_valid = (decode_state == D_WRITE_SINGLE || decode_state == D_WRITE_ZERO_RUN);
assign decoded_coefficient = (decode_state == D_WRITE_SINGLE) ? decoded_coeff_internal : 9'd0;
    reload_state_t n_reload_state;
    logic [63:0] n_prefetch_shift;
    logic [6:0]  n_valid_bits;
    logic [17:0] n_sram_offset;
    always_comb begin
            n_reload_state   = reload_state;
            n_prefetch_shift = prefetch_shift_reg;
            n_valid_bits     = prefetch_valid_bits;
            n_sram_offset    = sram_offset;
            bits_removed = 7'd0;
            bits_added   = 7'd0;
            temp_prefetch = prefetch_shift_reg;
            if (bits_transferred == 5'd16 && prefetch_valid_bits >= 5'd16) begin
                temp_prefetch = prefetch_shift_reg << 5'd16;
                bits_removed = 5'd16;
            end
            v = prefetch_valid_bits - bits_removed;
            case (reload_state)
                R_IDLE: if (!lead_in_active && decode_state != D_IDLE && decode_state != D_BLOCK_COMPLETE
                        && (prefetch_valid_bits - bits_removed) < 6'd49)
                        n_reload_state = R_REQUEST;
                R_REQUEST: n_reload_state = R_WAIT_1;
                R_WAIT_1:  n_reload_state = R_WAIT_2;
                R_WAIT_2:  n_reload_state = R_CAPTURE;
                R_CAPTURE: begin
                    if (v <= 48) begin
                        case (v)
                            7'd0:  temp_prefetch[63:48] = SRAM_data_bitstream;
                            7'd16: temp_prefetch[47:32] = SRAM_data_bitstream;
                            7'd32: temp_prefetch[31:16] = SRAM_data_bitstream;
                            7'd48: temp_prefetch[15:0]  = SRAM_data_bitstream;
                            default: v = 7'd0;
                        endcase
                        bits_added = 5'd16;
                        n_sram_offset = sram_offset + 1'b1;
                    end
                    n_reload_state = R_IDLE;
                end
            endcase
            if (bits_removed || bits_added)
                n_valid_bits = prefetch_valid_bits - bits_removed + bits_added;
            if (lead_in_done_pulse)
                n_sram_offset = 18'd4;
            n_prefetch_shift = temp_prefetch;
    end
    always_ff @(posedge clk or negedge reset) begin
        if (~reset) begin
            reload_state <= R_IDLE;
            prefetch_shift_reg <= 64'd0;
            prefetch_valid_bits <= 7'd0;
            sram_offset <= 18'd0;
        end else begin
            reload_state <= n_reload_state;
            prefetch_shift_reg <= n_prefetch_shift;
            prefetch_valid_bits <= n_valid_bits;
            sram_offset <= n_sram_offset;
        end
    end
always_comb begin
    next_bits_consumed = 7'd0;
    next_bits_added = 7'd0;
    next_shift_amount = 4'd0;
    next_temp_buffer = bitstream_buffer;
    next_insert_pos = 6'd0;
    next_bits_transferred = 7'd0;
    case (decode_state)
        D_WRITE_SINGLE: begin
            if (!bits_consumed_flag) begin
                next_bits_consumed = {3'b0, bits_to_consume};
                next_shift_amount = bits_to_consume;
            end
        end
        D_WRITE_ZERO_RUN: begin
            if (zeros_written >= (zeros_to_write - 1) && !bits_consumed_flag) begin
                next_bits_consumed = {3'b0, bits_to_consume};
                next_shift_amount = bits_to_consume;
            end
        end
        default: begin
            next_bits_consumed = 7'd0;
            next_shift_amount = 4'd0;
        end
    endcase
        if ((bits_valid - next_bits_consumed) < RELOAD_THRESHOLD && 
        prefetch_valid_bits >= 7'd16 &&
        (bits_valid - next_bits_consumed + 7'd16) <= 7'd64) begin
        next_bits_added = 7'd16;
    end else begin
        next_bits_added = 7'd0;
    end
        if (next_shift_amount != 4'd0 || next_bits_added != 7'd0) begin
        if (next_shift_amount != 4'd0) begin
            next_temp_buffer = bitstream_buffer << next_shift_amount;
        end else begin
            next_temp_buffer = bitstream_buffer;
        end
                if (next_bits_added != 7'd0) begin
            logic [6:0] bits_after_shift;
            bits_after_shift = bits_valid - next_bits_consumed;
            if (bits_after_shift <= 7'd48) begin
                next_insert_pos = 6'd63 - bits_after_shift[5:0];
                next_temp_buffer[next_insert_pos -: 16] = prefetch_shift_reg[63:48];
                next_bits_transferred = next_bits_added;
            end
        end
    end
end
always_ff @(posedge clk or negedge reset) begin
    if (~reset) begin
        decode_state <= D_IDLE;
        finish <= 1'b0;
        bitstream_buffer <= 64'd0;
        bits_valid <= 7'd0;
        bits_to_consume <= 4'd0;
        bits_consumed_flag <= 1'b0;
        decoded_coeff_internal <= 9'd0;
        coeff_position <= 9'd0;
        block_size <= 9'd0;
        zeros_to_write <= 9'd0;
        zeros_written <= 9'd0;
        lead_in_counter <= 3'd0;
        lead_in_active <= 1'b0;
        lead_in_sram_address <= 18'd0;
        bits_transferred <= 7'd0;
        lead_in_done_pulse <= 1'b0;
    end else begin
        bits_transferred <= next_bits_transferred;
        lead_in_done_pulse <= 1'b0;
        case (decode_state)
            D_IDLE: begin
                finish <= 1'b0;
                if (start) begin
                    coeff_position <= 9'd0;
                    bits_consumed_flag <= 1'b0;
                    block_size <= block_mode ? LUMA_BLOCK_SIZE : CHROMA_BLOCK_SIZE;
                    if (bits_valid == 7'd0) begin
                        lead_in_counter <= 3'd0;
                        lead_in_active <= 1'b1;
                        lead_in_sram_address <= SRAM_HEADER_OFFSET;
                        decode_state <= D_LEAD_IN_WAIT;
                    end else begin
                        decode_state <= D_PARSE_HEADER;
                    end
                end
            end
            D_LEAD_IN_WAIT: begin
                lead_in_counter <= lead_in_counter + 3'd1;
                case (lead_in_counter)
                    3'd0: begin
                        lead_in_sram_address <= SRAM_HEADER_OFFSET + 18'd1;
                    end
                    3'd1: begin
                        lead_in_sram_address <= SRAM_HEADER_OFFSET + 18'd2;
                    end
                    3'd2: begin
                        bitstream_buffer[63:48] <= SRAM_data_bitstream;
                        lead_in_sram_address <= SRAM_HEADER_OFFSET + 18'd3;
                    end
                    3'd3: begin
                        bitstream_buffer[47:32] <= SRAM_data_bitstream;
                    end
                    3'd4: begin
                        bitstream_buffer[31:16] <= SRAM_data_bitstream;
                    end
                    3'd5: begin
                        bitstream_buffer[15:0] <= SRAM_data_bitstream;
                        bits_valid <= 7'd64;
                        lead_in_active <= 1'b0;
                        lead_in_done_pulse <= 1'b1;
                        decode_state <= D_PARSE_HEADER;
                        lead_in_counter <= 3'd0;
                    end
                endcase
            end
            D_PARSE_HEADER: begin
                decode_state <= D_DECODE_PAYLOAD;
            end
            D_DECODE_PAYLOAD: begin
                bits_consumed_flag <= 1'b0;
                case (bitstream_buffer[63:62])
                    2'b00: begin
                        bits_to_consume <= 4'd4;
                        case (bitstream_buffer[61:60])
                            2'b00: zeros_to_write <= 9'd4;
                            2'b01: zeros_to_write <= 9'd1;
                            2'b10: zeros_to_write <= 9'd2;
                            2'b11: zeros_to_write <= 9'd3;
                        endcase
                        zeros_written <= 9'd0;
                        decoded_coeff_internal <= 9'd0;
                        decode_state <= D_WRITE_ZERO_RUN;
                    end
                    2'b01: begin
                        bits_to_consume <= 4'd4;
                        decoded_coeff_internal[8:0] <= {{7{bitstream_buffer[61]}}, bitstream_buffer[61:60]};
                        decode_state <= D_WRITE_SINGLE;
                    end
                    2'b10: begin
                        bits_to_consume <= 4'd11;
                        decoded_coeff_internal[8:0] <= bitstream_buffer[61:53];
                        decode_state <= D_WRITE_SINGLE;
                    end
                    2'b11: begin
                        bits_to_consume <= 4'd2;
                        zeros_to_write <= block_size - coeff_position;
                        zeros_written <= 9'd0;
                        decoded_coeff_internal <= 9'd0;
                        decode_state <= D_WRITE_ZERO_RUN;
                    end
                endcase
            end
            D_WRITE_SINGLE: begin
                coeff_position <= coeff_position + 9'd1;
                if (!bits_consumed_flag) begin
                    bits_consumed_flag <= 1'b1;
                end
                if ((coeff_position + 9'd1) >= block_size) begin
                    decode_state <= D_BLOCK_COMPLETE;
                end else begin
                    decode_state <= D_PARSE_HEADER;
                end
            end
            D_WRITE_ZERO_RUN: begin
                coeff_position <= coeff_position + 9'd1;
                zeros_written <= zeros_written + 9'd1;
                if (zeros_written >= (zeros_to_write - 1)) begin
                    if (!bits_consumed_flag) begin
                        bits_consumed_flag <= 1'b1;
                    end
                    if ((coeff_position + 9'd1) >= block_size) begin
                        decode_state <= D_BLOCK_COMPLETE;
                    end else begin
                        decode_state <= D_PARSE_HEADER;
                    end
                end
            end
            D_BLOCK_COMPLETE: begin
                finish <= 1'b1;
                decode_state <= D_IDLE;
            end
        endcase
        if (next_bits_consumed != 7'd0 || next_bits_added != 7'd0) begin
            bits_valid <= bits_valid - next_bits_consumed + next_bits_added;
        end
        if (next_shift_amount != 4'd0 || next_bits_added != 7'd0) begin
            bitstream_buffer <= next_temp_buffer;
        end
    end
end
endmodule
```
==> reports/metrics.cfg <==
[layout]
final_area_um2=20090
fill_cells=6078
layout_top_cells=440 x nand2_1, 216 x dfrtp_1, 212 x nor2_1, 187 x o21ai_0, 121 x a21oi_1
final_layout_top_logic_cell=nand2_1
drive_gt1_share_pct=8.973
fin_cells=3091
syn_to_final_growth_pct=11.66

[placement]
hpwl_mm=57.29
post_dp_cell_area_um2=19150
dp.cells=3044
port_buffers=48
gp_congestion=1.043

[critical_path]
path_delay_family=simple AND/OR/NAND/NOR gates
crit_top_cell=ha_1
critPathBufInv=2
cp_data_required_time_ps=21770
slowest_delay_ps=740
crit_type=flop to flop
cp_max_fo=51
worst_r2r_endpoint=bitstream_buffer[8]
critPathSlowestCell=o41ai_4
crit_cells=29
worstPathArrival_ps=10050
endpoint_kind=flop
reg2reg_depth=29
r2r-start=zeros_to_write[2]
start_kind=flop
r2r_setup_slack_ps=11710

[power_and_ir_drop]
power.share.clock_pct=51.4
power_density_nw_per_um2=47.31
p_seq_share_pct=44.4
sw_frac_of_total_pct=24.67
ir_drop_uv=65.48
combPwrFrac_pct=4.3
total_power_w=0.0009507
p_sw_w=0.0002345
p_leak_nw=8.416
p_int_w=0.0007162

[clock_network]
postCtsSetupRepairBufs=0
cts_sinks=217
cts_hold_buf=0
cts_root_buf=clkbuf_16
cts_tree=yes
path_clk_slew_ps=70
cts_buffers=26
clk_latency_ps=580
cts_max_path_buffers=3
htreeDepth=1
cts_resized=0

[hold_path]
min_path_cells=0
hold_end=reload_state[2]
hold_class=flop to flop
hp-start=reload_state[3]

[drt]
drt_iter0_drc=2202
diodes=0
dr.pass1.iters=26
num_vias=18549
antenna_left=0
drc=0
viasPerCell=6.001
wl_per_cell_um=25.54
drt_wl_total_mm=78.94

[logic_synthesis]
yosysWarnings=1
ys_seq_share_pct=30.18
yosysTopAreaCellShare_pct=30.04
ys_sh_simple_pct=24.00
yosys.area_share.adder_pct=3.170
edf_count=0
topCombFamilyByArea=AND-OR/OR-AND gates
syn_area_um2=18000
synth-area-yosys_um2=18000
synth_cells=2348
avgSynthCellArea_um2=7.664
synth_top_cell_by_area=dfrtp_1
async_flop_share_pct=100.0
ys_sh_aoi_pct=24.08
ff_type=dfrtp_1
ys_types=96
top_cells_by_area=dfrtp_1 30%, nand2_1 9.2%, mux2i_1 6.0%
yosys_cells=2348
synthXorXnorAreaFrac_pct=3.720
ys.flops=217
synthMuxAreaShare_pct=9.164

[final_timing]
slew_viol_final=0
rsz0062_at_grt=false
setup_viol=0
fin_setup_tns_ps=0
hold_viol=0
max_slew_margin_pct=31.24
layout_min_cycle_time_ps=9586
fmax_ghz=0.1043
max_slew.worst_pin.slew_ps=1028
period_used_pct=45.00
skew_ps=29.59

[die]
die_w_um=246.9
core_area_um2=59130
io_pins=49
placementRows=89
fp_util_pct=30.43
die_h_um=246.9
dieArea_um2=60970

[grt]
antenna_found_initial=2
grt_pass1_vias=17660
grt_pass1_wl_mm=118.5
grt_max_degree=87
overflow=0
grt_util_all_layers_pct=26.65

[outcome]
status=completed

[flow_run]
warnings=30
max_cap_violations=0

stage by stage:
stage	hold WS, ps	setup WS (ps)	utilization (%)
after floorplan	331.2	13320	-
after global routing	359.7	11020	33.98
after global placement	339.0	12030	32.39
final	354.3	11710	33.98
after detailed placement	341.8	11990	32.39
after CTS	357.2	11910	33.98
synth_stat cells (19+ instances only):
library cell,n
a21oi_1,121
buf_1,28
dfrtp_1,216
nand4_1,21
mux2_2,24
clkbuf_1,102
o211ai_1,27
a31oi_1,94
a22oi_1,21
xor2_1,25
o21ai_0,187
and3_1,40
mux2i_1,107
buf_2,43
nand3_1,80
nand2_1,441
nor2_1,213
nor3_1,63
inv_1,44
ha_1,44
o22ai_1,19
xnor2_1,39
logic make-up (layout without fill, tap and decap cells):
| family | Yosys count | count (layout) |
|---|---|---|
| simple gates | 962 | 962 |
| buf+inv | 242 | 212 |
| mux | 145 | 145 |
| xor+xnor | 70 | 70 |
| compound gates | 667 | 667 |
| fa+ha+maj | 45 | 45 |
| flops | 217 | 217 |
layer usage:
layer | track usage [%] | share of wire, %
met2 | 38.19 | 42
met1 | 38.29 | 42
met4 | 11.64 | 5.4
met5 | 0 | 0.013
met3 | 6.669 | 9.6
power groups by stage:
stage     logic (W)  registers (W)  clock network [W]
5_1_grt   0.0000435       0.000422           0.000513
4_1_cts   0.0000401       0.000422           0.000498
6_report  0.0000404       0.000422           0.000489
how the worst max path moves through the flow:
stage	from	endpoint	slack, ps
CTS	zeros_to_write[2]	bitstream_buffer[8]	11910
global route	zeros_to_write[2]	bitstream_buffer[8]	11020
finish	zeros_to_write[2]	bitstream_buffer[8]	11710
cell type report:
class	instances	area, um2	share of cell area (%)
clock inverter	13	192.7	0.9589
inverter	52	195.2	0.9714
tap	773	967.2	4.813
sequential	217	5431	27.03
timing repair buffer	113	973.4	4.844
multi-input combinational	1889	11580	57.65
clock buffer	34	750.7	3.736
No activity file was given, so power comes from the tool's default toggle rates.
